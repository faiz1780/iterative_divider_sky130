===== ./design.v =====
module div_control (
    input  logic clk,
    input  logic rst_n,
    input  logic valid_in,
    input  logic ready_in,
    input  logic done,
    output logic load,
    output logic step,
    output logic ready_out,
    output logic valid_out
);
    typedef enum logic [1:0] {
        IDLE,
        LOAD,
        RUN,
        DONE
    } state_t;
    state_t state, next_state;
    always_ff @(posedge clk or negedge rst_n) begin
        if (!rst_n)
            state <= IDLE;
        else
            state <= next_state;
    end
    always_comb begin
        next_state = state;
        case (state)
            IDLE: if (valid_in) next_state = LOAD;
            LOAD:              next_state = RUN;
            RUN:  if (done)    next_state = DONE;
            DONE: if (ready_in)next_state = IDLE;
            default:           next_state = IDLE;
        endcase
    end
    assign load      = (state == LOAD);
    assign step      = (state == RUN);
    assign ready_out = (state == IDLE);
    assign valid_out = (state == DONE);
endmodule
module div_datapath (
    input  logic        clk,
    input  logic        rst_n,
    input  logic        load,
    input  logic        step,
    input  logic [31:0] dividend,
    input  logic [31:0] divisor,
    output logic        done,
    output logic [31:0] quotient,
    output logic [31:0] remainder
);
    logic [31:0] divs;
    logic [31:0] dvd;
    logic [31:0] quot;
    logic signed [32:0] rem;
    logic [5:0]  count;
    logic signed [32:0] rem_shifted;
    logic signed [32:0] diff;
    assign rem_shifted = {rem[31:0], dvd[31]};
    assign diff        = rem_shifted - {1'b0, divs};
    assign done        = (count == 6'd31);
    always_ff @(posedge clk or negedge rst_n) begin
        if (!rst_n) begin
            divs  <= 0;
            dvd   <= 0;
            quot  <= 0;
            rem   <= 0;
            count <= 0;
        end
        else if (load) begin
            divs  <= divisor;
            dvd   <= dividend;
            quot  <= 0;
            rem   <= 0;
            count <= 0;
        end
        else if (step) begin
            dvd <= dvd << 1;
            if (diff >= 0) begin
                rem  <= diff;
                quot <= {quot[30:0], 1'b1};
            end
            else begin
                rem  <= rem_shifted;
                quot <= {quot[30:0], 1'b0};
            end
            count <= count + 1;
        end
    end
    assign quotient  = quot;
    assign remainder = rem[31:0];
endmodule
module div_iterative (
    input  logic        clk,
    input  logic        rst_n,
    input  logic        valid_in,
    output logic        ready_out,
    input  logic [31:0] dividend,
    input  logic [31:0] divisor,
    output logic        valid_out,
    input  logic        ready_in,
    output logic [31:0] quotient,
    output logic [31:0] remainder
);
    logic load;
    logic step;
    logic done;
    div_control ctrl (
        .clk       (clk),
        .rst_n     (rst_n),
        .valid_in  (valid_in),
        .ready_in  (ready_in),
        .done      (done),
        .load      (load),
        .step      (step),
        .ready_out (ready_out),
        .valid_out (valid_out)
    );
    div_datapath data (
        .clk       (clk),
        .rst_n     (rst_n),
        .load      (load),
        .step      (step),
        .dividend  (dividend),
        .divisor   (divisor),
        .done      (done),
        .quotient  (quotient),
        .remainder (remainder)
    );
endmodule

===== ./run.sh =====
#!/bin/bash
# OpenROAD 26Q1-2900-gdf79404cd8, Yosys 0.63+post, stock flow scripts
make -C /OpenROAD-flow-scripts/flow DESIGN_CONFIG=/design/flow/config.mk WORK_HOME=/design/flow/orfs finish

===== ./config.mk =====
export PLATFORM = sky130hd
export DESIGN_NAME = div_iterative
export DESIGN_NICKNAME = div_iterative
export VERILOG_FILES = /design/flow/design.v
export SDC_FILE = /design/flow/constraint.sdc
export NUM_CORES = 4
export LEC_CHECK = 1
export CORE_UTILIZATION = 40

===== ./constraint.sdc =====
current_design div_iterative

set clk_period 14.4
set clk_io_pct 0.2

create_clock -name clk0 -period $clk_period [get_ports {clk}]

set non_clock_inputs [all_inputs -no_clocks]
set_input_delay [expr $clk_period * $clk_io_pct] -clock clk0 $non_clock_inputs
set_output_delay [expr $clk_period * $clk_io_pct] -clock clk0 [all_outputs]

==> deck_impl_summary.md <==
Key Metrics from the Run

Detailed routing
  – DR vias: 6,084
  – Post-detailed-route DRC marker count: 0
  – DR WL/cell: 14.2 µm
  – Antenna Cells: 0
  – Drt pass-1 iters: 4
  – Initial drt markers: 281
  – DRT Wirelength: 17,200 µm
  – Via density: 5.04
  – Antenna Nets Post-Route: 0

Power and ir drop
  – Static leakage: 4.49 nW
  – VDD IR max: 0.116 mV
  – Power Density: 293 nW/µm²

Synth
  – Post-Syn Area: 7860 µm²
  – Post-synthesis average cell area: 9.56 µm²
  – Yosys stat chip area: 7860 µm²
  – Gate Count Post-Synth: 822
  – FF+latch count, synth: 138
  – Top-area cell share: 0.436
  – Unique cell types: 63
  – Top FF cell, synth: dfrtp_1
  – Number of enable flip-flop cells: 0
  – Async set-or-reset flop fraction in the synthesized netlist: 1.00
  – Yosys stat cell total: 822
  – Cells taking the most area after synthesis: dfrtp_1 (44%), mux2i_1 (12%), ha_1 (5.3%)
  – Dominant cell type by area after synthesis: dfrtp_1
  – Synth warn: 2
  – Seq share, synth: 0.440

Floorplan
  – Chip height: 142 µm
  – Top Ports: 134
  – Row count: 50
  – Fp_density: 0.415
  – Die x size: 142 µm
  – Core ar.: 19,000 µm²
  – Chip area: 20,200 µm²

Worst setup path
  – Critical Path Sink Type: primary output
  – Slowest CP cell: clkdlybuf4s50_1
  – Crit path max-delay family: buffers and inverters
  – Reg2reg start: data.rem[8]
  – CP bufs+invs: 1
  – Critical path arrival: 1.42 ns
  – FF-to-FF setup slack: 10.70 ns
  – Crit path required time: 11.52 ns
  – CP Cell Sequence: clkdlybuf4s50_1
  – R2R Path End: data.rem[27]
  – CP Launch Type: flop
  – Reg2Reg Depth: 11
  – Crit-path max cell delay: 0.53 ns
  – Max Fanout on Critical Path: 6
  – WS Path Type: flop to primary output

Clocking
  – Post_cts resized: 0
  – H-tree levels: 4
  – TritonCTS Buffers: 17
  – Hold bufs inserted after CTS: 0
  – Setup Buffers After CTS: 0
  – CTS tree: done
  – Clock tree buffer depth: 2
  – Clock latency at the later pin of the worst-skew pair: 0.42 ns
  – # clock sinks: 138
  – Worst-path clk slew: 0.07 ns
  – Root buf cell: clkbuf_16

Place
  – Post-DP Area: 9340 µm²
  – Port bufs: 133
  – Post-Place Cells: 1,175
  – Post-DP HPWL: 11,900 µm
  – Gpl congestion: 0.864

Timing
  – Final tally of hold violations: 0
  – Worst Skew: 0.00934 ns
  – Max transition margin: 0.462
  – Unrepaired setup endpoints after global routing: no
  – Tmin final: 4.30 ns
  – Pins Over Slew Limit: 0
  – Cycle use final: 0.298
  – Setup TNS: 0 ns
  – Final setup viols: 0
  – Worst slew pin tran: 0.807 ns
  – Worst hold margin: 0.482 ns
  – Peak Freq: 0.233 GHz

Cells and area
  – Post-route insts no fill: 1,207
  – Most frequent logic cell in the layout: dfrtp_1
  – Commonest cells after routing, fill and taps aside: dfrtp_1 (135), clkdlybuf4s50_1 (132), mux2i_1 (94), nand2_1 (91), nor2_1 (87)
  – Finished layout cell area: 9920 µm²
  – Area delta synth->final: 26.2%
  – Ratio of cells with drive above 1 in the final layout: 0.0634
  – FILL cells: 1,718
  – Core Util, Final: 0.523

Run
  – OpenROAD warnings: 25
  – Max Cap Violations: 0

Global routing
  – First-pass GRT wire length: 29,400 µm
  – Initial antenna violation count: 0
  – Remaining global-route overflow: 0
  – Vias in the first global route: 5,886
  – Largest net degree at the start of global routing: 87
  – GRT Overall Usage: 0.184

Run status
  – Status: finished, final reports clean

Hold path
  – Hold path endpoint: ctrl.state[0]
  – HP Class: flop to flop
  – Worst Hold Path Cells: 2
  – Hold Crit Start: ctrl.state[0]
[cell families after synthesis]
group | synth area share
AOI/OAI and AO/OA | 0.169
muxes | 0.121
adders and majority gates | 0.0551
and+or+nand+nor | 0.123
xor gates and xnor gates | 0.0414
buffers and inverters | 0.0516
DFF | 0.440
[layout make-up]
| cell class | instances | area, µm² | share of cell area |
|---|---|---|---|
| Multi-Input combinational cell | 593 | 4000 | 0.403 |
| Sequential cell | 138 | 3460 | 0.349 |
| Timing Repair Buffer | 141 | 1390 | 0.140 |
| Clock buffer | 17 | 425 | 0.0429 |
| Tap cell | 260 | 325 | 0.0328 |
| Inverter | 43 | 161 | 0.0163 |
| Clock inverter | 15 | 154 | 0.0155 |
[state kept, by name (all words and copies together), names as in the netlist]
signal / flops
data.quot: 32
data.dvd: 32
data.count: 6
data.rem: 32
ctrl.state: 4
data.divs: 32
[per-layer routing]
| layer | up-vias | GRT usage | part of all wire |
|---|---|---|---|
| li1 | 3088 | - | - |
| met3 | 14 | 0.0363 | 0.051 |
| met1 | 2834 | 0.298 | 0.50 |
| met5 | - | 0 | 0 |
| met4 | 0 | 0.0204 | 0.012 |
| met2 | 148 | 0.272 | 0.44 |
[report_power, final]
| part | leakage, nW | switching, W | internal, W | total, W |
|---|---|---|---|---|
| registers | 1.69 | 0.000148 | 0.000575 | 0.000724 |
| logic | 2.51 | 0.000874 | 0.000877 | 0.00175 |
| clock network | 0.281 | 0.000187 | 0.000244 | 0.000431 |
[per-stage QoR]
stage / power [W] / worst slack, ns
after floorplan: 0.00206 / 11.02
after global placement: 0.00247 / 10.46
after detailed placement: 0.00248 / 10.47
after CTS: 0.00294 / 10.06
after global routing: 0.00318 / 10.03
final: 0.00291 / 10.10
[worst max-delay path by stage]
stage,startpoint,to,slack (ns),cells past startpoint
after CTS,data.rem[31],remainder[31],10.06,1
after global routing,data.rem[31],remainder[31],10.03,1
final,data.rem[31],remainder[31],10.10,1
[synthesized netlist by cell type (2+ instances only)]
cell type / number
dfrtp_1: 137
nand4_1: 6
o21ai_0: 77
mux2i_1: 94
o21a_1: 2
xor2_1: 11
or3_1: 2
ha_1: 33
buf_2: 3
nand3_1: 6
buf_1: 8
nor2b_1: 8
buf_12: 2
o21ai_1: 2
a21oi_4: 2
clkbuf_1: 31
a211oi_1: 31
o2111ai_1: 2
nand2b_1: 6
and2_1: 4
a21oi_1: 39
o211ai_1: 6
and3_1: 5
nand2_1: 91
inv_1: 43
o31ai_1: 3
o211ai_2: 2
nor2_1: 87
buf_6: 2
a31oi_1: 4
o21bai_1: 4
a21o_1: 16
xnor2_1: 23
Power is estimated from default activity; no workload was simulated.
